**flow/config.mk**
```make
export PLATFORM = sky130hd
export DESIGN_NAME = fix_alu
export DESIGN_NICKNAME = fix_alu
export VERILOG_FILES = /design/flow/design.v
export SDC_FILE = /design/flow/constraint.sdc
export NUM_CORES = 4
export LEC_CHECK = 1
export CORE_AREA = 10 10 70 70
export DIE_AREA = 0 0 80 80
export SYNTH_HDL_FRONTEND = slang
```
**flow/design.v**
```verilog
module fix_alu #(parameter Width=32)(
	input logic [Width-1:0] alu,
	input logic PCSel,
	output logic [Width-1:0] fix
);
always_comb begin
	if(PCSel)
		fix = alu + 4;
	else
		fix = alu;
end
endmodule
```
**flow/constraint.sdc**
```tcl
current_design fix_alu

set clk_period 5.9
set clk_io_pct 0.2

create_clock -name clk0 -period $clk_period

set non_clock_inputs [all_inputs -no_clocks]
set_input_delay [expr $clk_period * $clk_io_pct] -clock clk0 $non_clock_inputs
set_output_delay [expr $clk_period * $clk_io_pct] -clock clk0 [all_outputs]
```
**flow/run.sh**
```bash
#!/bin/bash
# OpenROAD 26Q1-2900-gdf79404cd8, Yosys 0.63+post, stock flow scripts
make -C /OpenROAD-flow-scripts/flow DESIGN_CONFIG=/design/flow/config.mk WORK_HOME=/design/flow/orfs finish
```
==> impl_metrics.yaml <==
# generated from flow reports
layout:
  fillCellCount: 358
  areaGrowthSynthToFinish_pct: 103
  clock_buffers: 0
  drive_above_1_share_pct: 4.20
  seq_area_um2: 0
  ff_count: 0
placement:
  gp_congestion: 0.790
  io_buffers: 61
  dpl.hpwl_um: 2290
detailed_routing:
  wl_per_cell_um: 13.8
  diodes: 0
  drc: 0
  first_iter_violations: 29
  wirelength_um: 2610
  via_count: 821
  via_per_inst: 4.34
  drtAntennaViolNets: 0
  dr.pass1.iters: 4
critical_path:
  critPathCaptureType: "output pin"
  worstSetupPathType: "in2out"
  cp_common_cell: "clkdlybuf4s50_1"
  arrival_ps: 3440
  cpPeakStageDelay_ps: 570
  worst-path-max-fanout: 7
  slowest_stage: "clkdlybuf4s50_1"
  crit_required_ps: 4720
  setup.worst_path.start_class: "input pin"
  crit_chain: "clkdlybuf4s50_1 > ha_1 > nand3_1 > nor4_4 > nand4_1 > xnor2_1 > clkdlybuf4s50_1"
pwr:
  swShare_pct: 32.2
  powerDensity_mw_per_mm2: 53.6
  finalPower_w: 0.0000685
  ir_worst_vdd_mv: 0.0229
  sequentialPowerShare_pct: 0
  p_clk_share_pct: 0
  combPwrFrac_pct: 100.0
  internal-power_w: 0.0000465
  switchingPower_w: 0.0000221
  total_leakage_power_nw: 0.439
floorplanning:
  num_rows: 21
  ios: 65
  dieArea_mm2: 0.00640
  fp_util_pct: 18.4
  coreArea_mm2: 0.00342
  die_x_um: 80
  fp.dieH_um: 80
synthesis:
  syn_avg_cell_area_um2: 7.40
  top_cells_by_count: "xnor2_1 (23), nand3_1 (12), nand2_1 (9), nand4_1 (9)"
  area_leaders: "xnor2_1 (32%), nand3_1 (9.5%), nand4_1 (8.9%)"
  synth.cell_area_um2: 629
  yosys_cells: 85
  top_area_share_pct: 32.0
  synth.distinct_cells: 17
  netlist_instances: 85
  yosysWarnings: 0
  ys_chip_area_um2: 629
  synth_seq_share_pct: 0
  synth_top_cell_by_count: "xnor2_1"
  yosysTopAreaCell: "xnor2_1"
sta:
  rsz0062_at_grt: "false"
  setup_violations: 0
  tightest_slew_ps: 526
  finalMaxSlewViolations: 0
  max_freq_mhz: 217
  slew_headroom_pct: 64.7
  fin_crit_sh_pct: 78.2
  tns_ps: 0
  hold_viol: 0
  period_minus_slack_ps: 4620
flow_run:
  drv_cap: 0
  warning_count: 32
global_routing:
  grt_use_total_pct: 7.64
  grt_start_max_net_pins: 9
  antenna_found_initial: 0
  grt_pass1_vias: 816
  overflow: 0
  grt_pass1_wl_um: 4080
clock_network:
  post_cts_buffers: 0
  cts_hold_buf: 0
  cts_resized: 0
hold_path:
  holdCritPathClass: "in2out"
outcome:
  status: "complete, no violations"
metrics by stage:
stage	cell area, µm²	util, %	hold slack (ps)	cells	worst slack [ps]
floorplan	629	-	2390	85	2500
global placement	1280	37.4	2360	189	1310
detailed placement	1280	37.4	2360	189	1280
CTS	1280	37.4	2360	189	1280
global route	1280	37.4	2360	189	1060
finish	1280	37.4	2360	189	1280
area by class of cell:
type | instances | area (µm²) | area share, %
multi-input combinational | 82 | 609 | 47.7
tap | 46 | 57.6 | 4.51
timing repair buffer | 61 | 611 | 47.8
cell usage in the layout, fill, tap and decap left out:
master / n
and3_1: 3
clkdlybuf4s50_1: 61
and2_1: 1
xor2_1: 6
nand4_1: 9
ha_1: 1
nand3_1: 12
and4_1: 4
xnor2_1: 23
nor4_4: 2
mux2_2: 1
nand4_2: 2
nor2_1: 6
nor3_1: 2
nand2_1: 9
nand4_4: 1
layer usage:
metal / GRT usage, % / vias up / wire length, µm / share of wire, %
met1: 9.43 / 368 / 1120 / 43
met2: 13.7 / 26 / 1320 / 50
met3: 1.93 / 0 / 176 / 6.7
li1: - / 427 / - / -
met5: 0 / - / 0 / 0
met4: 0 / 0 / 0 / 0
critical path, delay by kind of cell:
kind | cells | cell delay, ps
and+or+nand+nor | 3 | 800
adders and majority gates | 1 | 240
xor gates and xnor gates | 1 | 160
buffers and inverters | 2 | 1050
cell families (layout without fill, tap and decap cells):
family / count (synthesis) / in the layout / share of synthesized area (%)
AND/OR/NAND/NOR: 51 / 51 / 52.7
XOR/XNOR: 29 / 29 / 40.4
buffers and inverters: 3 / 61 / 3.18
adder cells (fa/ha/maj): 1 / 1 / 1.99
multiplexers: 1 / 1 / 1.79
path summary, 6_finish.rpt:
path               start       to  slack [ps]  depth (start not counted)
setup / recovery  alu[2]  fix[30]        1280                          7
hold / removal    alu[0]   fix[0]        2360                          0
power groups by stage:
stage	combinational (W)	sequential [W]	clock, W
after CTS	0.0000696	0	0
after global routing	0.0000744	0	0
final	0.0000685	0	0
Power figures rest on the tool's default switching activity, not on a simulated workload.
