==> flow/constraint.sdc <==
current_design count_br

set clk_period 6.0
set clk_io_pct 0.2

create_clock -name clk0 -period $clk_period [get_ports {clk_i}]

set non_clock_inputs [all_inputs -no_clocks]
set_input_delay [expr $clk_period * $clk_io_pct] -clock clk0 $non_clock_inputs
set_output_delay [expr $clk_period * $clk_io_pct] -clock clk0 [all_outputs]
==> flow/design.v <==
module count_br(
	input logic clk_i,rst_ni,
	input logic [2:0] op_ex,
	output logic [31:0] number
);
logic [31:0] no_br_temp;
always_ff @(posedge clk_i) begin
	if(~rst_ni)
		no_br_temp <= 32'b0;
	else if(op_ex == 3'b110)
		no_br_temp <= no_br_temp + 32'b1;
end
assign number = no_br_temp;
endmodule
==> flow/run.sh <==
#!/bin/bash
# OpenROAD 26Q1-2900-gdf79404cd8, Yosys 0.63+post, stock flow scripts
make -C /OpenROAD-flow-scripts/flow DESIGN_CONFIG=/design/flow/config.mk WORK_HOME=/design/flow/orfs finish
==> flow/config.mk <==
export PLATFORM = sky130hd
export DESIGN_NAME = count_br
export DESIGN_NICKNAME = count_br
export VERILOG_FILES = /design/flow/design.v
export SDC_FILE = /design/flow/constraint.sdc
export NUM_CORES = 4
export LEC_CHECK = 1
export CORE_AREA = 10 10 104 104
export DIE_AREA = 0 0 114 114
export SYNTH_HDL_FRONTEND = slang
==> reports/qor.csv <==
stage,metric,value,unit
clock_network,path_clk_slew,60,ps
pwr,peakVddDrop,0.0981,mV
floorplan,die_area,13000,um^2
synthesis,top_area_cell,dfxtp_1,
critical_path,crit_path_max_incr_delay,670,ps
sta,fin_crit,3040,ps
synthesis,edf_count,0,
placed_design,gp_congestion,0.808,
sta,slew_headroom,62.6,%
route,drc,0,
pwr,p_sw,0.0813,mW
hold_path,holdCritStartpoint,number[31],
synthesis,synth_seq_share,40.2,%
layout,synthToLayoutAreaGrowth,33.2,%
route,wl_per_cell,12.5,um
sta,clock_skew,2.89,ps
critical_path,regToRegSetupSlack,3700,ps
clock_network,cts_resized,0,
clock_network,cts-htree-levels,2,
sta,finalWorstSetupSlack,2960,ps
hold_path,timing.hold.worst_endpoint,number[31],
route,dr.first_iter.drc_count,64,
placed_design,hpwl,2950,um
pwr,power,0.393,mW
clock_network,clkSinkCount,32,
synthesis,syn-cell-area,1590,um^2
synthesis,yosysWarnings,0,
pwr,sw_frac_of_total,20.7,%
synthesis,ys_chip_area,1590,um^2
clock_network,insertion_delay,280,ps
grt,grt_pass1_wl,6530,um
floorplan,pin_count,37,
clock_network,numCtsBuffers,5,
critical_path,required,6200,ps
clock_network,postCtsHoldBufs,0,
synthesis,ys_cells,186,
job,tool_warnings,25,
clock_network,clockRootBuffer,clkbuf_8,
layout,fillers,967,
route,dr_total_vias,1465,
clock_network,cts_setup_buffers,0,
synthesis,synth_area_per_cell,8.57,um^2
synthesis,ff_type,dfxtp_1,
hold_path,min_path_cells,2,
route,diodes,0,
floorplan,die-height,114,um
pwr,clkPwrFrac,42.7,%
sta,tightestPinTransition,559,ps
pwr,p_int,0.311,mW
placed_design,placement.io_buffers,36,
pwr,power_density,185,nW/um^2
synthesis,syn_inst,186,
route,ant_nets,0,
critical_path,crit_type,input pin to flop,
floorplan,row_count,34,
sta,finalMaxSlewViolations,0,
grt,grt_max_degree,26,
sta,fmax,329,MHz
job,drv_cap,0,
floorplan,coreArea,8680,um^2
floorplan,floorplan.core_util,18.4,%
synthesis,synth.top_cell.area_share,40.2,%
floorplan,die_x,114,um
sta,rsz0062_at_grt,false,
layout,layout-drive-gt1-share,5.94,%
route,routed_wl,4080,um
placed_design,detailedPlace.worstSlack,2680,ps
critical_path,critPathArrivalTime,3240,ps
pwr,pwr-share-seq,54.4,%
sta,setup_violations,0,
sta,fin_setup_tns,0,ps
sta,fin_crit_sh,50.7,%
grt,grt_usage,6.03,%
critical_path,critPathMaxFanout,20,
critical_path,worstSetupStartpoint,op_ex[1],
route,avgViaCountPerCell,4.48,
hold_path,hp-class,flop to flop,
critical_path,slowest_stage,or4_4,
synthesis,synthTopCellsByArea,"dfxtp_1, or4_1, a21oi_1, o31ai_1, mux2i_1",
critical_path,reg2reg_to,number[28],
clock_network,cts_tree,yes,
synthesis,ys_types,30,
synthesis,ys_ff,32,
grt,grt_antenna_before_repair,0,
critical_path,rr_worst_depth,4,
pwr,p_leak,0.632,nW
run_status,status,finished clean,
critical_path,critPathCaptureType,flop,
clock_network,cts_buffer_depth,2,
critical_path,start_kind,input pin,
synthesis,async_reset_ff_share,0,%
critical_path,cp_cell_sequence,clkdlybuf4s50_1 -> nand4b_4 -> or4_4 -> or4_1 -> a21oi_1,
sta,hold_viol,0,
critical_path,rr_startpoint,number[11],
layout,utilization,24.5,%
layout,largest_reg_flops,32,
route,drtPass1Iterations,4,
pwr,comb_power_share,2.9,%
grt,globalRouteOverflowTotal,0,
grt,grt_pass1_vias,1294,
routing by layer:
| metal | track usage (%) | share of wire (%) |
|---|---|---|
| met3 | 2.34 | 9.6 |
| met2 | 8.81 | 41 |
| met5 | 0 | 0 |
| met4 | 0.835 | 0.71 |
| met1 | 8.45 | 48 |
cells in the mapped netlist (3+ instances only):
cell      count
dfxtp_1      32
a21oi_1      17
nand2_1      16
or4_1        14
o31ai_1      11
nand3_1      10
clkbuf_1      9
nor2_1        8
mux2i_1       7
inv_1         6
nor4_1        6
o21ai_0       6
or3_1         6
nand2b_1      5
nand4_1       5
xor2_1        4
and3_1        3
nor3_1        3
xnor2_1       3
stage by stage:
step           cell area (um^2)  hold slack, ps  cells
2_1_floorplan              1590             430    186
6_report                   2120             468    327
4_1_cts                    2120             475    327
3_5_place_dp               2030             461    319
3_3_place_gp               2030             455    319
5_1_grt                    2120             499    327
layout make-up:
| class | count | area, um^2 | share of cell area [%] |
|---|---|---|---|
| clock buffers | 8 | 90.1 | 4.24 |
| repair buffers | 36 | 360 | 17.0 |
| multi-input cells | 136 | 871 | 41.0 |
| inverters | 7 | 26.3 | 1.24 |
| well taps | 108 | 135 | 6.36 |
| flip-flops and latches | 32 | 641 | 30.2 |
cell usage in the layout (no fill, tap or decap):
cell type,netlist,layout
nand2_2,1,1
nand3_1,10,10
and4_1,2,2
o21a_1,2,2
clkbuf_1,9,2
nand2_1,16,16
nor2_1,8,8
nand4_1,5,5
a21oi_1,17,17
xor2_1,4,4
mux2i_1,7,7
or4_1,14,14
or4_4,2,2
nand2b_1,5,5
o21ai_0,6,6
and3b_1,1,1
ha_1,1,1
o31ai_1,11,11
or2_2,1,1
inv_2,1,1
clkdlybuf4s50_1,0,36
xnor2_1,3,3
inv_1,6,6
nand4b_4,1,1
nor4_1,6,6
and3_1,3,3
nand4_2,1,1
clkbuf_8,0,6
nor3_1,3,3
dfxtp_1,32,32
or3_1,6,6
power groups by stage:
stage	logic, mW	registers (mW)	clock network [mW]
finish	0.0113	0.214	0.168
global route	0.0124	0.214	0.185
CTS	0.0116	0.214	0.174
cells by family (layout without fill, tap and decap cells):
| logic type | Yosys count | after routing | share of synthesized area, % |
|---|---|---|---|
| buf+inv | 18 | 51 | 5.18 |
| mux | 7 | 7 | 4.40 |
| xor+xnor | 7 | 7 | 3.85 |
| compound gates | 36 | 36 | 13.3 |
| simple gates | 85 | 85 | 32.3 |
| flops | 32 | 32 | 40.2 |
| fa+ha+maj | 1 | 1 | 0.785 |
how the worst max path moves through the flow:
| stage | end | depth (start not counted) |
|---|---|---|
| after global routing | number[26] | 5 |
| final | number[28] | 5 |
| after CTS | number[28] | 5 |
critical path: cells and delay by family:
kind | cells | cell delay [ps]
AND-OR/OR-AND | 1 | 150
buffers and inverters | 1 | 520
AND/OR/NAND/NOR | 3 | 1370
No activity file was given, so power comes from the tool's default toggle rates.
