## /design/flow/constraint.sdc

```tcl
current_design always_taken

set clk_period 13.7
set clk_io_pct 0.2

create_clock -name clk0 -period $clk_period

set non_clock_inputs [all_inputs -no_clocks]
set_input_delay [expr $clk_period * $clk_io_pct] -clock clk0 $non_clock_inputs
set_output_delay [expr $clk_period * $clk_io_pct] -clock clk0 [all_outputs]
```

## /design/flow/run.sh

```bash
#!/bin/bash
# OpenROAD 26Q1-2900-gdf79404cd8, Yosys 0.63+post, stock flow scripts
make -C /OpenROAD-flow-scripts/flow DESIGN_CONFIG=/design/flow/config.mk WORK_HOME=/design/flow/orfs finish
```

## /design/flow/design.v

```verilog
module always_taken #(parameter Width=32) (
	input logic [Width-1:0] PC_ID,imm,temp_outmux,
	input logic [6:0] op,
	output logic [Width-1:0] label
);
logic [Width-1:0] outadd;
assign outadd = PC_ID + imm;
always_comb begin
	if(op == 7'b1100011)
		label = outadd;
	else
		label = temp_outmux;
end
endmodule
```

## /design/flow/config.mk

```make
export PLATFORM = sky130hd
export DESIGN_NAME = always_taken
export DESIGN_NICKNAME = always_taken
export VERILOG_FILES = /design/flow/design.v
export SDC_FILE = /design/flow/constraint.sdc
export NUM_CORES = 4
export LEC_CHECK = 1
export CORE_UTILIZATION = 30
export SYNTH_HDL_FRONTEND = slang
```

==> results.sh <==
# implementation run metrics
export IMPL_port_buffer_count=135
export IMPL_postCtsSetupBuffers=0
export IMPL_ant_nets=0
export IMPL_worstSetupStartpointType="input port"
export IMPL_maxSlewHeadroom_pct=61.99
export IMPL_placedCellCount=495
export IMPL_place_hpwl_um=5327
export IMPL_die_h_um=82.07
export IMPL_layout_drive_gt1_share_pct=3.095
export IMPL_tns_ns=0
export IMPL_whs_ns=6.371
export IMPL_combGateArea_um2=1864
export IMPL_drv_slew=0
export IMPL_period_used_pct=64.07
export IMPL_setup_violations=0
export IMPL_vdd_ir_drop_worst_mv=0.01638
export IMPL_post_drt_wl_per_cell_um=12.43
export IMPL_drt_wl_total_um=6151
export IMPL_crit_required_ns=10.96
export IMPL_die_area_um2=6735
export IMPL_grt_max_degree=67
export IMPL_critical_path_endpoint_type="output pin"
export IMPL_cp_arrival_ns=6.04
export IMPL_gp_congestion=0.8372
export IMPL_postCtsHoldBufs=0
export IMPL_yosys_warnings=0
export IMPL_netlist_instances=291
export IMPL_grt_use_total_pct=17.84
export IMPL_first_iter_violations=52
export IMPL_rsz0062_at_grt="no"
export IMPL_worst_pin_slew_ns=0.5701
export IMPL_holdCritStartpoint="temp_outmux[28]"
export IMPL_vias_per_cell=4.996
export IMPL_power_leakage_nw=1.440
export IMPL_yosysUniqueCellTypes=46
export IMPL_via_count=2473
export IMPL_fillers=602
export IMPL_fmax_ghz=0.1139
export IMPL_regArea_um2=0
export IMPL_holdCritPathClass="input port to output pin"
export IMPL_cts_resized=0
export IMPL_cellPowerDensity_nw_per_um2=36.32
export IMPL_ys_cells=291
export IMPL_holdPathStages=4
export IMPL_min_period_ns=8.777
export IMPL_rows=28
export IMPL_yosysChipArea_um2=1923
export IMPL_fin_cells=495
export IMPL_syn_area_um2=1923
export IMPL_n_antenna_cell=0
export IMPL_ys_seq_share_pct=0
export IMPL_maxCapViolCount=0
export IMPL_dieWidth_um=82.07
export IMPL_dr_pass1_iters=4
export IMPL_min_to="label[28]"
export IMPL_critPathKind="input port to output pin"
export IMPL_warnings=33
export IMPL_overflow=0
export IMPL_crit_path_max_fanout=4
export IMPL_status="finished, final reports clean"
export IMPL_remaining_drc_errors=0
export IMPL_seq_cell_count=0
export IMPL_antenna_found_initial=0
export IMPL_clock_buffers=0
export IMPL_fp_util_pct=31.73
export IMPL_hold_viol=0
export IMPL_avgSynthCellArea_um2=6.609
export IMPL_areaGrowthSynthToFinish_pct=73.65
export IMPL_grt_pass1_wl_um=9528
export IMPL_placeableCoreArea_um2=6061
export IMPL_grt_pass1_vias=2177
export IMPL_boundaryPins=135
==> critical path: stages <==
cell	delay, ns
clkdlybuf4s50_1	0.40
ha_1	0.23
fa_1	0.41
a21o_1	0.22
a221oi_2	0.38
nor2_1	0.12
o21ai_1	0.27
o221a_2	0.29
o21bai_1	0.11
a21oi_1	0.19
xor2_1	0.10
o21ai_1	0.12
clkdlybuf4s50_1	0.47
==> synthesized netlist by cell type (2+ instances only) <==
cell / n / area share (%)
nor4bb_1: 2 / 1.0
o211ai_1: 3 / 1.2
xor2_1: 12 / 5.5
nand2_1: 54 / 11
nand4_1: 2 / 0.65
xnor2_1: 17 / 7.7
inv_1: 5 / 0.98
mux2i_1: 2 / 1.0
a21o_1: 14 / 5.5
or3_1: 2 / 0.65
nor2_1: 14 / 2.7
a21oi_2: 3 / 1.4
a21oi_1: 30 / 7.8
nor2b_1: 3 / 0.98
and3_1: 2 / 0.65
o31ai_1: 2 / 0.78
ha_1: 31 / 20
clkbuf_1: 6 / 1.2
mux2_2: 2 / 1.2
and4_1: 2 / 0.91
o21ai_0: 30 / 7.8
nand3_1: 7 / 1.8
o21bai_1: 5 / 2.0
nor3_1: 8 / 2.1
o21ai_1: 12 / 3.1
==> final cells by class <==
cell class / instances / area share, %
tap: 75 / 2.810
multi-input combinational: 278 / 55.83
timing repair buffer: 136 / 40.69
inverter: 6 / 0.6744
==> per-stage QoR <==
stage	utilization [%]	power, mW	setup slack (ns)	instance area [µm²]
2_1_floorplan	-	0.06734	6.072	1923
3_5_place_dp	55.10	0.1216	4.906	3339
5_1_grt	55.10	0.1351	4.660	3339
3_3_place_gp	55.10	0.1221	4.968	3339
4_1_cts	55.10	0.1225	4.873	3339
6_report	55.10	0.1213	4.923	3339
==> worst max-delay path by stage <==
| stage | slack, ns | endpoint | cells after the start | from |
|---|---|---|---|---|
| CTS | 4.87 | label[26] | 13 | PC_ID[0] |
| global route | 4.66 | label[28] | 13 | PC_ID[0] |
| finish | 4.92 | label[26] | 13 | PC_ID[0] |
==> routing by layer <==
layer / vias to the layer above / routed length [µm] / track usage, %
met3: 4 / 428 / 1.578
met5: - / 0 / 0
li1: 1332 / - / -
met1: 1044 / 3017 / 25.52
met4: 0 / 46 / 1.228
met2: 93 / 2657 / 30.17
==> cell families (layout without fill, tap and decap cells) <==
kind of cell    count (synthesis)  after routing  share of synthesized area (%)
mux                             4              4                          2.212
buf+inv                        13            142                          3.058
fa+ha+maj                      32             32                          21.21
xor+xnor                       29             29                          13.21
simple gates                  102            102                          24.53
compound gates                111            111                          35.78
==> report_power, final <==
part	switching, mW	internal [mW]
logic	0.0516	0.0697
registers	0	0
clock network	0	0
==> cell usage in the layout (no fill, tap or decap), types with 3 or more instances in the layout <==
cell type        netlist  routed
clkdlybuf4s50_1        0     135
nand2_1               54      54
ha_1                  31      31
a21oi_1               30      30
o21ai_0               30      30
xnor2_1               17      17
nor2_1                14      14
a21o_1                14      14
o21ai_1               12      12
xor2_1                12      12
nor3_1                 8       8
nand3_1                7       7
inv_1                  5       5
o21bai_1               5       5
nor2b_1                3       3
o211ai_1               3       3
a21oi_2                3       3
Power and IR drop assume default switching activity.
